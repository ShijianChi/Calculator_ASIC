==> flow/design.v <==
module SR_64(clk, S, data_in, data_out); 
	input clk;
	input [1:0] S;
	input [63:0] data_in; 
	output [63:0] data_out; 
	reg [63:0] tmp; 
  	always @(posedge clk) 
    	begin 
		case(S)
		2'b01: tmp <= data_in;
		2'b10: tmp <= tmp<<1;
		2'b11: tmp <= tmp>>1;
		default: tmp <= tmp;
		endcase
	end 
	assign data_out = tmp ;
endmodule 
==> flow/constraint.sdc <==
current_design SR_64

set clk_period 4.9
set clk_io_pct 0.2

create_clock -name clk0 -period $clk_period [get_ports {clk}]

set non_clock_inputs [all_inputs -no_clocks]
set_input_delay [expr $clk_period * $clk_io_pct] -clock clk0 $non_clock_inputs
set_output_delay [expr $clk_period * $clk_io_pct] -clock clk0 [all_outputs]
==> flow/run.sh <==
#!/bin/bash
# OpenROAD 26Q1-2900-gdf79404cd8, Yosys 0.63+post, stock flow scripts
make -C /OpenROAD-flow-scripts/flow DESIGN_CONFIG=/design/flow/config.mk WORK_HOME=/design/flow/orfs finish
==> flow/config.mk <==
export PLATFORM = sky130hd
export DESIGN_NAME = SR_64
export DESIGN_NICKNAME = SR_64
export VERILOG_FILES = /design/flow/design.v
export SDC_FILE = /design/flow/constraint.sdc
export NUM_CORES = 4
export LEC_CHECK = 1
export CORE_UTILIZATION = 50
==> flow_summary.yaml <==
# generated from flow reports
outcome:
  status: "finished, final reports clean"
sta:
  rsz0062_at_grt: "no"
  setup_violations: 0
  max-slew-margin-rel_pct: 42.1
  fin_crit_ps: 2630
  finalHoldViolations: 0
  fin_setup_tns_ps: 0
  fin_worst_skew_ps: 8.37
  slew_violations: 0
  setup_ws_ps: 2270
  hold_slack_ps: 644
  fmax_ghz: 0.380
  worst_slew_pin_slew_ps: 868
  period_used_pct: 53.7
critical_path:
  critPathCaptureType: "flip-flop"
  startpoint_type: "input pin"
  cp_max_fo: 46
  crit_type: "input pin to flip-flop"
  cp_data_arrival_time_ps: 2620
  required_ps: 4890
  r2r_slack_ps: 3930
logic_synthesis:
  synth_chip_area_mm2: 0.00326
  compound_area_share_pct: 9.83
  ys_cells: 278
  yosys_warnings: 1
  yosys.stat.seqShare_pct: 59.0
  muxShareOfSynthArea_pct: 19.0
  ys_sh_xor_pct: 0
  synth_area_per_cell_um2: 11.7
  synth_area_mm2: 0.00326
  synth_adder_area_share_pct: 0
  synthTopLogicFamily: "multiplexers"
  simple_gate_share_pct: 7.72
  synth_cells: 278
  ys_types: 14
  ys_ff: 64
cells_and_area:
  layout_top_cell: "clkdlybuf4s50_1"
  layout_top_cells: "clkdlybuf4s50_1, edfxtp_1, mux2i_1, nor2_1, a21oi_1"
  drive_gt1_share_pct: 4.19
  utilization_pct: 75.1
  final_cell_count_no_fill: 483
  layout-area-overhead-vs-synth_pct: 45.5
  finalInstanceArea_mm2: 0.00474
  top_regs: "tmp: 64 flops"
  largest_reg_flops: 64
  regMostFlops: "tmp"
route:
  dr_total_vias: 2526
  ant_nets: 0
  wire_per_inst_um: 14.3
  viasPerCell: 5.23
  dr.pass1.iters: 4
  diodes: 0
  drt_wl_total_mm: 6.93
  drc: 0
  drt_iter0_markers: 103
clock_network:
  numClockSinks: 64
  hold_buffers: 0
  clk_pin_slew_ps: 70
  clock.latency.late_pin_ps: 330
  cts_tree: "built"
  cts_buffers: 9
  clock_path_buffers: 2
  post_cts_buffers: 0
  post_cts_resized: 0
  root_buffer: "clkbuf_8"
  h-tree-depth: 3
global_route:
  use_met1_pct: 37.9
  grt.busiest_layer: "met1"
  grt.overflow.total: 0
  grtUsageMet3_pct: 6.24
  globalRouteMet2Util_pct: 29.9
  antenna_found_initial: 0
  grt_max_degree: 85
  grt_pass1_wl_mm: 10.2
  grtUsageTotal_pct: 21.4
  grt_pass1_vias: 2217
placement:
  dp_hpwl_mm: 4.62
  dpl.cell_count: 467
  place_ws_ps: 1920
  numPortBuffers: 130
  place_area_mm2: 0.00454
  finalWeightedCongestion: 0.808
die:
  fp_util_pct: 51.6
  core_area_mm2: 0.00631
  io_pins: 131
  die_h_um: 82.7
  rows: 29
  die_x_um: 82.7
  die_area_mm2: 0.00684
power_and_ir_drop:
  total_power_mw: 1.46
  peakVddDrop_mv: 0.167
  power_density_mw_per_mm2: 307
  leakage_nw: 1.86
run:
  cap_viol_max_count: 0
  warnings: 26
worst_hold_path:
  hold_class: "flip-flop to flip-flop"
cells by family (layout without fill, tap and decap cells):
kind of cell           after synthesis  count (layout)
flip-flops                          64              64
AND-OR/OR-AND                       64              64
buffers and inverters               23             151
multiplexers                        62              62
AND/OR/NAND/NOR                     65              65
per-layer routing:
metal  routed length [µm]  up-vias
met1                 3190     1163
li1                     -     1263
met2                 3110       94
met3                  545        6
met5                    0        -
met4                   78        0
Yosys cell counts:
library cell | instances | area (µm²)
edfxtp_1 | 64 | 1920
a21oi_1 | 62 | 310
mux2i_1 | 62 | 621
nor2_1 | 62 | 233
clkbuf_1 | 8 | 30.0
buf_6 | 6 | 67.6
buf_2 | 4 | 20.0
buf_4 | 2 | 15.0
inv_1 | 2 | 7.51
o21ai_1 | 2 | 10.0
buf_1 | 1 | 3.75
nand3_1 | 1 | 5.00
nand3b_1 | 1 | 7.51
or2_1 | 1 | 6.26
worst max-delay path, stage by stage:
cell and delay, ps:
buf_4 350, or2_2 770, buf_4 480
area by class of cell:
cell class,instances,area [µm²]
clock buffers,11,131
clock inverters,5,71.3
fillers,417,1570
inverters,2,7.51
multi-input cells,191,1190
flip-flops and latches,64,1920
well taps,77,96.3
repair buffers,133,1320
report_power, final:
part / total [mW] / internal [mW] / switching, mW
clock: 0.463 / 0.282 / 0.181
sequential: 0.723 / 0.677 / 0.0458
combinational: 0.271 / 0.185 / 0.0866
total: 1.46 / 1.14 / 0.314
final timing paths:
kind,endpoint,depth (start not counted),startpoint
worst min register to register,tmp[0],2,tmp[1]
worst max-delay path,tmp[33],3,S[1]
worst min-delay path,tmp[0],2,tmp[1]
worst max register to register,tmp[42],2,tmp[43]
